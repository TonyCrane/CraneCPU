==> ./design.v <==
`timescale 1ns / 1ps
module AddressTranslator (
    input               clk,
    input               rst,
    input               ram_en,
    input       [63:0]  satp,
    input       [63:0]  inst_addr,
    input       [63:0]  data_addr,
    input       [63:0]  memory_data1,
    input       [63:0]  memory_data2,
    output              finish,
    output  reg [63:0]  memory_addr1,
    output  reg [63:0]  memory_addr2
);
    wire   [3:0]   satp_mode;
    wire   [43:0]  satp_ppn;
    reg    [1:0]   trans_state1, next_state1;
    reg    [1:0]   trans_state2, next_state2;
    reg            finish1, finish2;
    reg            pte_D_1, pte_A_1, pte_G_1, pte_U_1, pte_X_1, pte_W_1, pte_R_1, pte_V_1;
    reg    [1:0]   pte_RSW_1;
    reg    [25:0]  pte_PPN2_1;
    reg    [8:0]   pte_PPN1_1, pte_PPN0_1;
    reg    [9:0]   pte_reserved_1;
    wire   [8:0]   vpn2_1, vpn1_1, vpn0_1;
    wire   [11:0]  pgoff_1;
    reg            pte_D_2, pte_A_2, pte_G_2, pte_U_2, pte_X_2, pte_W_2, pte_R_2, pte_V_2;
    reg    [1:0]   pte_RSW_2;
    reg    [25:0]  pte_PPN2_2;
    reg    [8:0]   pte_PPN1_2, pte_PPN0_2;
    reg    [9:0]   pte_reserved_2;
    wire   [8:0]   vpn2_2, vpn1_2, vpn0_2;
    wire   [11:0]  pgoff_2;
    assign vpn2_1 = inst_addr[38:30];
    assign vpn1_1 = inst_addr[29:21];
    assign vpn0_1 = inst_addr[20:12];
    assign pgoff_1 = inst_addr[11:0];
    assign vpn2_2 = data_addr[38:30];
    assign vpn1_2 = data_addr[29:21];
    assign vpn0_2 = data_addr[20:12];
    assign pgoff_2 = data_addr[11:0];
    assign satp_mode = satp[63:60];
    assign satp_ppn = satp[43:0];
    assign finish = ram_en ? finish1 && finish2 : finish1;
    localparam 
        S_IDLE = 0,
        S_LEVEL1 = 1,
        S_LEVEL2 = 2,
        S_LEVEL3 = 3;
    always @(posedge clk or posedge rst) begin
        if (rst) begin
            trans_state1 = S_IDLE;
            next_state1 = S_IDLE;
            finish1 = 1'b0;
        end else if (satp_mode == 0) begin
            finish1 = 1'b0;
            memory_addr1 = inst_addr;
        end else begin
            trans_state1 = next_state1;
            if (trans_state1 == S_IDLE) begin
                finish1 = 1'b0;
            end
            if (1'b1) begin
                if (finish1) begin
                    finish1 = 1'b0;
                end
                case (trans_state1)
                    S_IDLE: begin
                        memory_addr1 = {8'b0, satp_ppn, vpn2_1, 3'b0};
                        next_state1 = S_LEVEL1;
                        finish1 = 1'b0;
                    end
                    S_LEVEL1: begin
                        {pte_reserved_1, pte_PPN2_1, pte_PPN1_1, pte_PPN0_1, pte_RSW_1, pte_D_1, pte_A_1, pte_G_1, pte_U_1, pte_X_1, pte_W_1, pte_R_1, pte_V_1} = memory_data1[63:0];
                        if (pte_R_1 == 1 || pte_X_1 == 1) begin
                            memory_addr1 = {8'b0, pte_PPN2_1, vpn1_1, vpn0_1, pgoff_1};
                            next_state1 = S_IDLE;
                            finish1 = 1'b1;
                        end else begin
                            memory_addr1 = {8'b0, pte_PPN2_1, pte_PPN1_1, pte_PPN0_1, vpn1_1, 3'b0};
                            next_state1 = S_LEVEL2;
                            finish1 = 1'b0;
                        end
                    end
                    S_LEVEL2: begin
                        {pte_reserved_1, pte_PPN2_1, pte_PPN1_1, pte_PPN0_1, pte_RSW_1, pte_D_1, pte_A_1, pte_G_1, pte_U_1, pte_X_1, pte_W_1, pte_R_1, pte_V_1} = memory_data1[63:0];
                        if (pte_R_1 == 1 || pte_X_1 == 1) begin
                            memory_addr1 = {8'b0, pte_PPN2_1, pte_PPN1_1, vpn0_1, pgoff_1};
                            next_state1 = S_IDLE;
                            finish1 = 1'b1;
                        end else begin
                            memory_addr1 = {8'b0, pte_PPN2_1, pte_PPN1_1, pte_PPN0_1, vpn0_1, 3'b0};
                            next_state1 = S_LEVEL3;
                            finish1 = 1'b0;
                        end
                    end
                    S_LEVEL3: begin
                        {pte_reserved_1, pte_PPN2_1, pte_PPN1_1, pte_PPN0_1, pte_RSW_1, pte_D_1, pte_A_1, pte_G_1, pte_U_1, pte_X_1, pte_W_1, pte_R_1, pte_V_1} = memory_data1[63:0];
                        memory_addr1 = {8'b0, pte_PPN2_1, pte_PPN1_1, pte_PPN0_1, pgoff_1};
                        next_state1 = S_IDLE;
                        finish1 = 1'b1;
                    end
                endcase
            end
        end
    end
    always @(posedge clk or posedge rst) begin
        if (rst) begin
            trans_state2 = S_IDLE;
            next_state2 = S_IDLE;
            finish2 = 1'b0;
        end else if (satp_mode == 0) begin
            finish2 = 1'b0;
            memory_addr2 = data_addr;
        end else begin
            trans_state2 = next_state2;
            if (trans_state2 == S_IDLE) begin
                finish2 = 1'b0;
                memory_addr2 = data_addr;
            end
            if (ram_en) begin
                if (finish2) begin
                    finish2 = 1'b0;
                end
                case (trans_state2)
                    S_IDLE: begin
                        memory_addr2 = {8'b0, satp_ppn, vpn2_2, 3'b0};
                        next_state2 = S_LEVEL1;
                        finish2 = 1'b0;
                    end
                    S_LEVEL1: begin
                        {pte_reserved_2, pte_PPN2_2, pte_PPN1_2, pte_PPN0_2, pte_RSW_2, pte_D_2, pte_A_2, pte_G_2, pte_U_2, pte_X_2, pte_W_2, pte_R_2, pte_V_2} = memory_data2[63:0];
                        if (pte_R_2 == 1 || pte_X_2 == 1) begin
                            memory_addr2 = {8'b0, pte_PPN2_2, vpn1_2, vpn0_2, pgoff_2};
                            next_state2 = S_IDLE;
                            finish2 = 1'b1;
                        end else begin
                            memory_addr2 = {8'b0, pte_PPN2_2, pte_PPN1_2, pte_PPN0_2, vpn1_2, 3'b0};
                            next_state2 = S_LEVEL2;
                            finish2 = 1'b0;
                        end
                    end
                    S_LEVEL2: begin
                        {pte_reserved_2, pte_PPN2_2, pte_PPN1_2, pte_PPN0_2, pte_RSW_2, pte_D_2, pte_A_2, pte_G_2, pte_U_2, pte_X_2, pte_W_2, pte_R_2, pte_V_2} = memory_data2[63:0];
                        if (pte_R_2 == 1 || pte_X_2 == 1) begin
                            memory_addr2 = {8'b0, pte_PPN2_2, pte_PPN1_2, vpn0_2, pgoff_2};
                            next_state2 = S_IDLE;
                            finish2 = 1'b1;
                        end else begin
                            memory_addr2 = {8'b0, pte_PPN2_2, pte_PPN1_2, pte_PPN0_2, vpn0_2, 3'b0};
                            next_state2 = S_LEVEL3;
                            finish2 = 1'b0;
                        end
                    end
                    S_LEVEL3: begin
                        {pte_reserved_2, pte_PPN2_2, pte_PPN1_2, pte_PPN0_2, pte_RSW_2, pte_D_2, pte_A_2, pte_G_2, pte_U_2, pte_X_2, pte_W_2, pte_R_2, pte_V_2} = memory_data2[63:0];
                        memory_addr2 = {8'b0, pte_PPN2_2, pte_PPN1_2, pte_PPN0_2, pgoff_2};
                        next_state2 = S_IDLE;
                        finish2 = 1'b1;
                    end
                endcase
            end
        end
    end
endmodule
==> ./run.sh <==
#!/bin/bash
# OpenROAD 26Q1-2900-gdf79404cd8, Yosys 0.63+post, stock flow scripts
make -C /OpenROAD-flow-scripts/flow DESIGN_CONFIG=/design/flow/config.mk WORK_HOME=/design/flow/orfs finish
==> ./config.mk <==
export PLATFORM = sky130hd
export DESIGN_NAME = AddressTranslator
export DESIGN_NICKNAME = AddressTranslator
export VERILOG_FILES = /design/flow/design.v
export SDC_FILE = /design/flow/constraint.sdc
export NUM_CORES = 4
export LEC_CHECK = 1
export CORE_AREA = 10 10 271 271
export DIE_AREA = 0 0 281 281
==> ./constraint.sdc <==
current_design AddressTranslator

set clk_period 6.5
set clk_io_pct 0.2

create_clock -name clk0 -period $clk_period [get_ports {clk}]

set non_clock_inputs [all_inputs -no_clocks]
set_input_delay [expr $clk_period * $clk_io_pct] -clock clk0 $non_clock_inputs
set_output_delay [expr $clk_period * $clk_io_pct] -clock clk0 [all_outputs]
==> flow_summary.toml <==
# generated from flow reports
[outcome]
outcome = "finished clean"

[floorplanning]
core_area_um2 = 67400
vertical_extent_of_the_die_um = 281
die_area_um2 = 79000
std_cell_rows = 95
floorplan.initialDensity = 0.102
die_x_um = 281
boundaryPins = 452

[drt]
first_pass_iteration_count_of_the_detailed_router = 7
drt-wirelength-per-cell_um = 21.9
routed-wl-met3_mm = 5.65
drt-vias-per-instance = 3.65
route.met2.wl_mm = 18.4
routed-via-count = 6924
route.layer.met1.wl_mm = 16.1
route.detailed.drc = 0
top_layer = "met5"
antenna_violating_nets_post_route = 0
drt_iter0_drc = 504
detail_route.wirelength_mm = 41.6

[min_path]
holdPathStages = 2
worstHoldPathType = "reg2reg"
hp-start = "next_state2[0]$_DFF_PP1_"
worstHoldEndpoint = "next_state2[0]$_DFF_PP1_"

[cts]
postCtsHoldBufs = 0
setup_buffers_after_cts = 0
cts_tree = "built"
cts.sinks = 138
clockBufferDepth = 2
cts-buffers-inserted = 17
worst_skew_pair.late_latency_ns = 0.48
cts_max_level = 4
post_cts_resized = 0
clkSlewWorstSetupHoldPaths_ns = 0.08
clock_tree.root_cell = "sky130_fd_sc_hd__clkbuf_16"

[critical_path]
r2r-start = "next_state2[2]$_DFF_PP0_"
slowest_delay_ns = 0.66
worst-endpoint-arrival_ns = 2.86
ff2ff_setup_slack_ns = 3.96
crit-reg2reg-capture = "memory_addr2[6]$_DFFE_PP_"
slowest_stage = "sky130_fd_sc_hd__clkdlybuf4s50_1"
timing.critical_path.to_type = "primary output"
worstPathCellList = "clkdlybuf4s50_1 > a21boi_0 > clkdlybuf4s50_1"
setup.worst_path.start = "ram_en"
critPathRequiredTime_ns = 5.20
cpMostUsedCell = "sky130_fd_sc_hd__clkdlybuf4s50_1"
rr_worst_depth = 4
cp_max_fo = 5
worst-setup-path-type = "in2out"
startpoint_type = "input port"

[placed_design]
place_worst_setup_slack_ns = 2.30
detailedPlacementHpwl_mm = 34.0
place_congestion = 0.915
io_buffers = 399

[final_timing]
fmaxAchievable_mhz = 240
post-route-worst-setup-slack_ns = 2.34
hold_viol = 0
timing.final.crit_share = 0.641
finalHoldWorstSlack_ns = 0.488
finalSetupViolCount = 0
fin_skew_ns = 0.0176
timing.final.max_slew_violations = 0
fin_setup_tns_ns = 0
tightestPinTransition_ns = 0.742
worst_slew_margin_rel = 0.505
finalCriticalPeriod_ns = 4.16
setup_repair_after_global_routing_missed_its_margin = "false"

[synth]
synthTopCellsByCount = "sky130_fd_sc_hd__edfxtp_1, sky130_fd_sc_hd__nand2_1, sky130_fd_sc_hd__o21ai_0, sky130_fd_sc_hd__nor2_1, sky130_fd_sc_hd__a22oi_1"
ys.flops = 138
ys_sh_xor = 0
top_count_cell_post_synth = "sky130_fd_sc_hd__edfxtp_1"
synthesis.instances = 623
avgSynthCellArea_um2 = 11.1
yosys.area_share.simple = 0.144
yosys.cell_types.count = 45
dominant_synthesized_flop_cell = "sky130_fd_sc_hd__edfxtp_1"
synth.yosys.warnings = 1
ys_cells = 623
async_sr_flop_fraction = 0.0725
mux_area_frac = 0.0410
number_of_synthesized_flops_with_an_enable_pin = 128
post_synth_instance_area_um2 = 6890
synth_compound_gate_area_share = 0.187
adder_share = 0
top_cells_by_area = "sky130_fd_sc_hd__edfxtp_1, sky130_fd_sc_hd__nand2_1, sky130_fd_sc_hd__o21ai_0"
top_cell_area_share = 0.558
topCombFamilyByArea = "AND-OR/OR-AND gates"
synth.yosys.seq_area_share = 0.595
ys_area_um2 = 6890
cell_type_with_the_largest_total_area_after_synthesis = "sky130_fd_sc_hd__edfxtp_1"

[pwr]
cellLeakagePower_nw = 4.41
max-vdd-ir-drop_v = 0.000155
power_per_cell_area_nw_per_um2 = 251

[global_route]
antenna_found_initial = 6
grt_resource_usage_total = 0.103
grt_start_max_net_pins = 55
vias_in_the_first_global_route = 7314
first_pass_grt_wire_length_mm = 55.8
grt_overflow = 0

[run]
log.warning_count = 77
number_of_max_cap_violations = 0

[final_layout]
drive_gt1_frac = 0.0705
nFillCells = 7296
utilization = 0.186
flow.area_growth_from_synthesis_pct = 81.7
[layer usage]
layer	GRT usage	vias to the layer above
met4	0.0309	6
met1	0.122	3283
met5	0	-
met2	0.157	432
met3	0.0579	54
li1	-	3149
[state kept, by name, indices dropped and copies added (netlist names), named ones only]
signal	cells
memory_addr2	64
next_state2	4
memory_addr1	64
next_state1	3
finish2	1
finish1	1
[cell families after synthesis]
| logic type | after synthesis |
|---|---|
| mux | 28 |
| buf+inv | 48 |
| compound gates | 184 |
| flops | 138 |
| simple gates | 225 |
[power by group]
group	switching, mW	leakage, nW	internal [mW]
registers	0.0520	1.38	1.13
clock network	0.466	0.292	0.610
logic	0.415	2.74	0.473
[through the flow]
stage / cell area [um^2] / std cells / power [mW]
final: 12500 / 1897 / 3.15
after global routing: 12500 / 1894 / 3.32
after CTS: 12500 / 1894 / 3.22
after detailed placement: 11900 / 1863 / 2.10
after global placement: 11900 / 1863 / 2.10
after floorplan: 6890 / 623 / 1.51
[placed cells by master (no fill, tap or decap), types with 18 or more instances in the layout]
master and instances:
sky130_fd_sc_hd__a22oi_1 28, sky130_fd_sc_hd__mux2i_1 26, sky130_fd_sc_hd__and2_1 20, sky130_fd_sc_hd__o21ai_0 57, sky130_fd_sc_hd__clkdlybuf4s50_1 399, sky130_fd_sc_hd__and3_1 18, sky130_fd_sc_hd__nor2_1 47, sky130_fd_sc_hd__edfxtp_1 128
sky130_fd_sc_hd__nand2_1 124, sky130_fd_sc_hd__a31oi_1 27
[worst max path at each step]
| stage | to | slack [ns] | cells past startpoint |
|---|---|---|---|
| 6_report | finish | 2.34 | 3 |
| 4_1_cts | finish | 2.27 | 3 |
| 5_1_grt | finish | 2.19 | 3 |
[layout make-up]
type	count	area [um^2]	area share
Timing Repair Buffer	412	4100	0.328
Sequential cell	138	4100	0.327
Multi-Input combinational cell	437	2590	0.207
Tap cell	873	1090	0.0873
Clock buffer	17	425	0.0340
Clock inverter	14	184	0.0147
Inverter	3	13.8	0.00110
Antenna cell	3	7.51	0.000600
[worst max-delay path: cells and delay by family]
kind / cells / cell delay [ns]
compound gates: 1 / 0.32
buf+inv: 2 / 1.24
Power is estimated from default activity; no workload was simulated.
