==> /design/flow/design.v <==
`timescale 1ns / 1ps
module uart_buffer (
    input clk, rst,
    input wire ready,
    input wire [7:0] sim_uart_char,
    input wire sim_uart_char_valid,
    output reg send,
    output reg [7:0] datao
);
    localparam SIZE = 256;
    reg[7:0] buffer[0:SIZE-1];
    reg [7:0] head;
    reg [7:0] tail;
    always@(posedge clk) begin
        if(rst) begin
            head <= 0;
            tail <= 0; 
        end else begin
            if (ready && (head != tail)) begin
                datao <= buffer[head];
                send <= 1'b1;
                head <= (head == SIZE-1)? 0 : head+1;
            end
            if (sim_uart_char_valid) begin
                buffer[tail] <= sim_uart_char;
                if (sim_uart_char == 8'h0a) begin
                    buffer[tail+1] <= 8'h0d;
                    tail <= (tail == SIZE-2)? 0 : 
                            (tail == SIZE-1)? 1 : tail+2;
                end else begin 
                    tail <= (tail == SIZE-1)? 0 : tail+1;
                end     
            end
            if (send == 1'b1) begin
                send <= 1'b0;
            end 
        end
    end
endmodule
==> /design/flow/run.sh <==
#!/bin/bash
# OpenROAD 26Q1-2900-gdf79404cd8, Yosys 0.63+post, stock flow scripts
make -C /OpenROAD-flow-scripts/flow DESIGN_CONFIG=/design/flow/config.mk WORK_HOME=/design/flow/orfs finish
==> /design/flow/config.mk <==
export PLATFORM = sky130hd
export DESIGN_NAME = uart_buffer
export DESIGN_NICKNAME = uart_buffer
export VERILOG_FILES = /design/flow/design.v
export SDC_FILE = /design/flow/constraint.sdc
export NUM_CORES = 4
export LEC_CHECK = 1
export CORE_UTILIZATION = 50
==> /design/flow/constraint.sdc <==
current_design uart_buffer

set clk_period 115.2
set clk_io_pct 0.2

create_clock -name clk0 -period $clk_period [get_ports {clk}]

set non_clock_inputs [all_inputs -no_clocks]
set_input_delay [expr $clk_period * $clk_io_pct] -clock clk0 $non_clock_inputs
set_output_delay [expr $clk_period * $clk_io_pct] -clock clk0 [all_outputs]
==> reports/results.md <==
| Group | Quantity | Reported |
|---|---|---|
| sta | Worst-margin pin slew | 1.04 ns |
| cells and area | Most instantiated logic cells after routing | 4575 x sky130_fd_sc_hd__nand2_1, 2057 x sky130_fd_sc_hd__dfxtp_1, 1344 x sky130_fd_sc_hd__a21oi_1 |
| route | Average wire per standard cell | 29.3 µm |
| synthesis | Main flop type | sky130_fd_sc_hd__dfxtp_1 |
| floorplan | Standard-cell row count | 156 |
| floorplan | Vert. Die Dim | 430 µm |
| grt | Total congestion overflow | 0 |
| floorplan | FP Core Util | 50.5% |
| floorplan | Die extent in x | 430 µm |
| synthesis | Total of flip-flops plus latches after synthesis | 2073 |
| synthesis | Synth Seq Share | 45.4% |
| min path | Hold wc startpoint | buffer[39][7] |
| critical path | Worst reg2reg setup slack | 109.35 ns |
| critical path | CP Launch Type | primary input |
| sta | Max Fclk | 38.9 MHz |
| placement | Count of buffers from port buffering | 20 |
| clocking | # resized after CTS | 0 |
| power | Worst-case vdd ir drop | 13.5 µV |
| grt | Vias in the first global route | 81271 |
| sta | Share of the clock period used by the worst path | 22.3% |
| synthesis | Average cell area after synthesis | 8.15 µm² |
| sta | Final critical-path required period | 25.73 ns |
| critical path | Crit Reg-Reg Startpoint | head[1] |
| run | Max capacitance violation total | 0 |
| critical path | Count of cells along the worst register-to-register path | 10 |
| synthesis | Syn Std Cell Area | 91600 µm² |
| synthesis | Leading cell types by total area after synthesis | sky130_fd_sc_hd__dfxtp_1 45%, sky130_fd_sc_hd__nand2_1 19%, sky130_fd_sc_hd__mux4_2 12% |
| min path | End point of the most critical hold path | buffer[39][7] |
| synthesis | EDFF count, synth | 9 |
| floorplan | Total die size | 185000 µm² |
| clocking | Post-cts hold buffer count | 0 |
| critical path | WP data required | 116.00 ns |
| clocking | Number of CTS-inserted buffers | 217 |
| clocking | CTS tree | yes |
| clocking | Clock latency on the worst-skew pair | 0.89 ns |
| power | Static leakage | 36.8 nW |
| critical path | Worst Path Class, Setup | primary input to register |
| cells and area | Final Instance Count excl. Fillers | 13701 |
| sta | Final setup fails | 0 |
| clocking | Root Driver | sky130_fd_sc_hd__clkbuf_16 |
| cells and area | Commonest Layout Cell | sky130_fd_sc_hd__nand2_1 |
| route | Number of iterations in the first detailed-routing pass | 7 |
| synthesis | Synth cell types | 78 |
| min path | Number of cells on the worst hold path | 2 |
| synthesis | YS warnings | 1 |
| critical path | Type of element capturing the critical path | register |
| synthesis | Yosys top cell area share | 45.1% |
| clocking | Total clock sinks | 2073 |
| floorplan | Placeable core region | 181000 µm² |
| grt | Antenna violations before repair | 23 |
| clocking | Worst-path clk slew | 0.06 ns |
| sta | Hold violation count in the final report | 0 |
| route | First-iteration detailed-routing DRC count | 8332 |
| clocking | Maximum level of the CTS H-tree | 4 |
| clocking | Buffers inserted during post-CTS setup optimization | 0 |
| route | DRC violation count after routing | 0 |
| sta | Sum of negative setup slack | 0 ns |
| sta | Fin. max-slew vios | 0 |
| grt | Pin count of the biggest net entering global routing | 98 |
| route | Via density per instance | 6.24 |
| cells and area | Area taken by flip-flops and latches | 41600 µm² |
| cells and area | Ratio of cells with drive above 1 in the final layout | 11.6% |
| critical path | Worst r2r dst | datao[0] |
| route | Antenna-violating nets left | 0 |
| grt | Global-route wire length before repair | 575 mm |
| cells and area | Filler cells | 15691 |
| min path | Worst hold-check path type | register to register |
| critical path | Arrival time of the worst setup path | 26.53 ns |
| synthesis | Synth area leader | sky130_fd_sc_hd__dfxtp_1 |
| route | Total number of vias | 85440 |
| cells and area | Combinational cell area excluding buffers and inverters | 47400 µm² |
| sta | Worst slew margin | 30.3% |
| clocking | Largest buffer count on any clock path | 3 |
| run | Total number of warnings across the stage logs | 30 |
| sta | Worst hold slack | 0.451 ns |
| sta | Setup repair after global routing missed its margin | no |
| synthesis | FFs w/ async S/R, synth | 0% |
| synthesis | YS chip area | 91600 µm² |
| sta | Final clock skew | 0.0238 ns |
| power | Power per cell area | 15.6 nW/µm² |
| synthesis | Total cells reported by yosys after synthesis | 11237 |
| grt | GRT Total Usage | 45.5% |
| placement | DP Wirelength | 265 mm |
| synthesis | Post-Syn Instances | 11237 |
| cells and area | Layout area overhead | 11.2% |
| critical path | Top fanout value on the critical path | 21 |
| placement | Placer congestion estimate | 1.04 |
| placement | Number of placed instances with taps included | 13268 |
| floorplan | Count of boundary I/O pins | 21 |
| route | Final Routed Wirelength | 401 mm |
| status | Result of the run | complete, no violations |
-- cell usage after synthesis, drive strengths merged, types with 34 or more instances --
library cell and number:
nand2 4593, dfxtp 2064, a21oi 1344, nand3 830, nor2 627, mux4 498, clkbuf 409, buf 206
mux2i 182, o21ai 112, a22oi 38, a221oi 37, nor3 34
-- layout make-up --
class	count	share of cell area, %
inverters	9	0.0405
well taps	2370	2.91
repair buffers	276	2.22
diodes	36	0.0884
clock buffers	318	6.49
flip-flops and latches	2073	40.8
clock inverters	79	0.890
multi-input cells	8540	46.5
-- stage by stage --
stage / setup slack [ns] / area (µm²) / total power, mW / util, %
floorplan: 90.10 / 91600 / 0.832 / -
global placement: 88.78 / 94300 / 0.862 / 52.0
detailed placement: 88.77 / 94300 / 0.862 / 52.0
CTS: 89.67 / 102000 / 1.59 / 56.1
global route: 89.39 / 102000 / 1.63 / 56.1
finish: 89.47 / 102000 / 1.59 / 56.2
-- critical path, stage by stage --
cell and delay (ns):
sky130_fd_sc_hd__clkdlybuf4s50_1 0.79, sky130_fd_sc_hd__nor2b_2 0.23, sky130_fd_sc_hd__buf_4 0.33, sky130_fd_sc_hd__nand3_2 0.69
sky130_fd_sc_hd__buf_4 0.54, sky130_fd_sc_hd__nor2_1 0.58, sky130_fd_sc_hd__nand2_1 0.12, sky130_fd_sc_hd__a21oi_1 0.16
-- layer usage --
metal	part of all wire [%]	global-route usage [%]
met1	35	57.1
met2	40	59.9
met3	16	25.7
met4	9.1	32.0
met5	0.11	0.677
-- kinds of logic (layout without fill, tap and decap cells) --
group | after synthesis | in the layout | synth area share (%)
and+or+nand+nor | 6172 | 6172 | 27.0
muxes | 682 | 682 | 14.3
xor gates and xnor gates | 25 | 25 | 0.255
other | 0 | 36 | 0
DFF | 2073 | 2073 | 45.4
adders and majority gates | 6 | 6 | 0.0820
buffers and inverters | 624 | 682 | 3.32
AOI/OAI and AO/OA | 1655 | 1655 | 9.71
-- sequential cells by signal, summed over array words and instances (netlist names) --
name,cells
send,1
datao,8
head,8
buffer,2048
tail,8
-- where the power goes --
part           total (mW)  internal (mW)  switching (mW)
sequential          0.728          0.722         0.00589
combinational       0.120         0.0431          0.0771
clock               0.741          0.433           0.308
total                1.59           1.20           0.391
-- worst max path at each step --
stage / startpoint / cells past startpoint / slack, ns / end
4_1_cts: sim_uart_char_valid / 8 / 89.67 / buffer[187][1]
6_report: sim_uart_char_valid / 8 / 89.47 / buffer[187][1]
5_1_grt: sim_uart_char_valid / 8 / 89.39 / buffer[187][1]
No activity file was given, so power comes from the tool's default toggle rates.
