==> flow/design.v <==
`timescale 1ns / 1ps
module IO_Manager(
        input  logic        clk,
    input  logic        resetn,
    input  logic [31:0] address,
    input  logic [31:0] data_out,
    output logic [31:0] data_in,
    output logic        aresetn,
    output logic        step,
    input  logic [15:0] switch,
    input  logic [ 4:0] button,
    output logic [15:0] led,
    output logic [ 7:0] num_csn,
    output logic [ 7:0] num_an,
    output logic [ 2:0] rgb1,
    output logic [ 2:0] rgb2,
    input logic  [31:0] debug0,
    input logic  [31:0] debug1,
    input logic  [31:0] debug2,
    input logic  [31:0] debug3,
    input logic  [31:0] debug4,
    input logic  [31:0] debug5,
    input logic  [31:0] debug6,
    input logic  [31:0] debug7
);
    logic [31:0] clkn;
    counter counter_inst(clk, aresetn, clkn);
    logic [4:0] button_dbnc;
    logic [4:0] button_down, button_up, button_last;
    button_debouncer bd4(clk, button[4], button_dbnc[4]);
    button_debouncer bd3(clk, button[3], button_dbnc[3]);
    button_debouncer bd2(clk, button[2], button_dbnc[2]);
    button_debouncer bd1(clk, button[1], button_dbnc[1]);
    button_debouncer bd0(clk, button[0], button_dbnc[0]);
    always_ff @ (posedge clk) begin
        if (aresetn) begin
            button_down <= ~button_last &  button_dbnc;
            button_up   <=  button_last & ~button_dbnc;
            button_last <=  button_dbnc;
        end
        else begin
            button_down <=  32'b0;
            button_up   <=  32'b0;
            button_last <=  32'b0;
        end
    end
    logic reset_dbnc;
    logic reset_down, reset_up, reset_last;
    button_debouncer bdr(clk, ~resetn, reset_dbnc);
    logic debug = 1'b0;
    logic [39:0] reset_cnt;
    always_ff @ (posedge clk) begin
        if (aresetn) begin
            reset_down <= ~reset_last &  reset_dbnc;
            reset_up   <=  reset_last & ~reset_dbnc;
            reset_last <=  reset_dbnc;
            if (reset_down) begin
                reset_cnt <= 0;
                aresetn <= 1;
            end
            else if (reset_dbnc) begin
                if (reset_cnt >= 40'h0_010_000_000) begin
                    aresetn <= 0;
                end else
                    reset_cnt <= reset_cnt + 1;
            end
            else if (reset_up) begin
                if (reset_cnt < 40'h0_010_000_000) begin
                    debug <= ~debug;
                    reset_cnt <= 0;
                end
            end
        end
        else begin
            aresetn <= resetn;
            debug <= 1'b1;
            reset_down <= 0;
            reset_up <= 0;
            reset_last <= 0;
        end
    end
    logic step_wire = (~debug) | (debug & (button_up[0] | switch[15]));
    always_comb begin
        step <= step_wire;
    end
    logic [31:0] data_src;
    always_comb begin
        case (switch[14:12])
            3'b000: data_src <= debug0;
            3'b001: data_src <= debug1;
            3'b010: data_src <= debug2;
            3'b011: data_src <= debug3;
            3'b100: data_src <= debug4;
            3'b101: data_src <= debug5;
            3'b110: data_src <= debug6;
            3'b111: data_src <= debug7;
        endcase
    end
    logic [63:0] shape_dec;
    hex_to_shape h2s7(data_src[31:28], shape_dec[63:56]);
    hex_to_shape h2s6(data_src[27:24], shape_dec[55:48]);
    hex_to_shape h2s5(data_src[23:20], shape_dec[47:40]);
    hex_to_shape h2s4(data_src[19:16], shape_dec[39:32]);
    hex_to_shape h2s3(data_src[15:12], shape_dec[31:24]);
    hex_to_shape h2s2(data_src[11: 8], shape_dec[23:16]);
    hex_to_shape h2s1(data_src[ 7: 4], shape_dec[15: 8]);
    hex_to_shape h2s0(data_src[ 3: 0], shape_dec[ 7: 0]);
    logic [63:0] shape_src = {64'hffff_ffff_ffff_ffff};
    logic [63:0] shape = debug ? shape_dec : shape_src;
    segnum_manager sm(
        .clk(clkn[10]),
        .aresetn(aresetn),
        .shape(shape[63:0]),
        .num_csn(num_csn),
        .num_an(num_an)
    );
    assign led = switch;
    assign light = &clkn[12:10]; 
    assign rgb1 = {1'b0, {2{debug}}} & {3{light}};
    assign rgb2 = {3{~aresetn}} & {3{light}};
endmodule
module button_debouncer(
    input  logic  clk,
    input  logic  button,
    output logic  btn_dbnc
);
    logic [19:0] buffer = 0;
    always_ff @ (posedge clk) begin
        if (button) begin
            if (buffer == 20'hFFFFF)
                btn_dbnc <= 1'b1;
            else
                buffer += 20'h1;
        end
        else begin
            if (buffer == 20'h00000)
                btn_dbnc <= 1'b0;
            else
                buffer -= 20'h1;
        end
    end
endmodule
module hex_to_shape(
    input  logic [ 3:0] hex,
    output logic [ 7:0] shape
);
    always_comb begin
        case (hex)
            4'h0: shape <= 8'b11000000;
            4'h1: shape <= 8'b11111001;
            4'h2: shape <= 8'b10100100;
            4'h3: shape <= 8'b10110000;
            4'h4: shape <= 8'b10011001;
            4'h5: shape <= 8'b10010010;
            4'h6: shape <= 8'b10000010;
            4'h7: shape <= 8'b11111000;
            4'h8: shape <= 8'b10000000;
            4'h9: shape <= 8'b10010000;
            4'ha: shape <= 8'b10001000;
            4'hb: shape <= 8'b10000011;
            4'hc: shape <= 8'b10100111;
            4'hd: shape <= 8'b10100001;
            4'he: shape <= 8'b10000110;
            4'hf: shape <= 8'b10001110;
        endcase
    end
endmodule
module segnum_manager(
    input  logic        clk,
    input  logic        aresetn,
    input  logic [63:0] shape, 
    output logic [ 7:0] num_csn,
    output logic [ 7:0] num_an
);
    logic [7:0] state;
    assign num_an = state;
    always_ff @ (posedge clk) begin
        if (aresetn) begin
            case (state)
                8'b11111110: begin num_csn <= shape[15: 8]; state <= 8'b11111101; end  
                8'b11111101: begin num_csn <= shape[23:16]; state <= 8'b11111011; end
                8'b11111011: begin num_csn <= shape[31:24]; state <= 8'b11110111; end
                8'b11110111: begin num_csn <= shape[39:32]; state <= 8'b11101111; end
                8'b11101111: begin num_csn <= shape[47:40]; state <= 8'b11011111; end  
                8'b11011111: begin num_csn <= shape[55:48]; state <= 8'b10111111; end
                8'b10111111: begin num_csn <= shape[63:56]; state <= 8'b01111111; end
                8'b01111111: begin num_csn <= shape[ 7: 0]; state <= 8'b11111110; end
                default:     begin num_csn <= shape[ 7: 0]; state <= 8'b11111110; end
            endcase
        end else begin
            num_csn <= 8'b11000000;
            state <= 8'b00000000;
        end
    end
endmodule
module counter(
    input  logic clk,
    input  logic aresetn,
    output logic [31:0] clkn
);
    always_ff @ (posedge clk) begin
        if (aresetn)
            clkn <= clkn + 1;
        else
            clkn <= 0;
    end
endmodule
==> flow/run.sh <==
#!/bin/bash
# OpenROAD 26Q1-2900-gdf79404cd8, Yosys 0.63+post, stock flow scripts
make -C /OpenROAD-flow-scripts/flow DESIGN_CONFIG=/design/flow/config.mk WORK_HOME=/design/flow/orfs finish
==> flow/config.mk <==
export PLATFORM = sky130hd
export DESIGN_NAME = IO_Manager
export DESIGN_NICKNAME = IO_Manager
export VERILOG_FILES = /design/flow/design.v
export SDC_FILE = /design/flow/constraint.sdc
export NUM_CORES = 4
export LEC_CHECK = 1
export CORE_AREA = 10 10 233 233
export DIE_AREA = 0 0 243 243
==> flow/constraint.sdc <==
current_design IO_Manager

set clk_period 4.8
set clk_io_pct 0.2

create_clock -name clk0 -period $clk_period [get_ports {clk}]

set non_clock_inputs [all_inputs -no_clocks]
set_input_delay [expr $clk_period * $clk_io_pct] -clock clk0 $non_clock_inputs
set_output_delay [expr $clk_period * $clk_io_pct] -clock clk0 [all_outputs]
==> summary.txt <==
Notes on the flow run.

- The run finished with clean final reports.
- Per the STA report, the cell with the highest stage delay on the worst path is sky130_fd_sc_hd__clkdlybuf4s50_1.
- The clock root buffer master is sky130_fd_sc_hd__clkbuf_16, for reference.
- The post-CTS clock slew at the launch and capture registers of the worst setup and hold paths is approximately 0.070 ns, for reference.
- The global router reports that the layer with the highest usage is met2.
- The routed layout has 10.7k vias.
- Dividing total power by cell area gives a power density of ~280 nW/um2.
- The met3 track demand over resource in global routing is 3.50%, for reference.
- The number of unconstrained endpoints is 30, for reference.
- The final antenna-violating net count is 0, for reference.
- Overall routing resource usage recorded by global route was 14.2%.
- At the pin with the least slew margin, the transition time is 0.861 ns.
- The timer found 15 register pins that no clock reaches; their paths are not timed.
- The die span in x is between 200 and 250 um, for reference.
- The number of cells in the finished layout apart from fillers is 2232, for reference.
- After the first detailed-routing iteration, the DRC count stood at approximately 820.
- The H-tree was split into 3 levels.
- The total negative slack is 0 ns, for reference.
- The die boundary height is 243 um, for reference.
- The max-cap violation count is 0, for reference.
- Setup violations remaining at the end of the flow were counted as 0.
- In this run the VDD rail shows a maximum IR drop of 219 uV.
- The most frequent cell on the critical path is sky130_fd_sc_hd__a21oi_1, for reference.
- The highest clock rate this design can be run at is 0.261 GHz.
- The worst path in the final design needs a cycle of 3.83 ns, including I/O delays and setup.
- The global placement routability congestion is just under 1, for reference.
- Per the synthesis report, the XOR/XNOR share of the synthesized area is 5.68%.
- Counting flops with an async set or reset pin after synthesis yields a share of 0%.
- Clock skew on the completed layout was measured at about 0.012 ns.
- Post-CTS repair ended up resizing 0 cells.
- Yosys attributes the largest share of cell area to sky130_fd_sc_hd__edfxtp_1 21%, sky130_fd_sc_hd__ha_1 9.1%, sky130_fd_sc_hd__dfxtp_1 5.9%, sky130_fd_sc_hd__nor2_1 4.1%, sky130_fd_sc_hd__mux4_2 4.0%.
- The post-cts hold-fix buffer tally is 0, for reference.
- In this run the post-CTS setup repair buffer count came out at 0.
- The timing report attributes the biggest portion of critical-path delay to AND-OR/OR-AND gates.
- The leftover overflow at the end of global routing is 0, for reference.
- The kind of critical path is input port to register, for reference.
- The worst-case clock buffer depth is 2, for reference.
- Counting both buffers and inverters, the worst setup path holds a total of 2.
- The critical path arrival is 3.91 ns, for reference.
- The final layout report lists a filler cell count of 5084.
- The number of detailed-routing iterations run before antenna repair is 6, for reference.
- Looking at the cell usage after synthesis, the top flip-flop cell is sky130_fd_sc_hd__edfxtp_1.
- The worst setup path is captured at a register.
- The number of global-route vias before repair is 10.3k, for reference.
- According to the floorplan report, the total die area is roughly 59000 um2.
- In this design, the stage delay of the slowest critical-path cell is between 0.5 and 0.6 ns.
- The synthesis report lists the Yosys warning total as 38.
- Setup repair after global routing left no endpoint under its margin.
- The area of the core is 49100 um2, for reference.
- The post-synthesis share of cell area spent on and-or and or-and gates is 19.3%, for reference.
- The mapped netlist covers 11900 um2.
- The number of warnings in the stage logs is between 100 and 150, for reference.
- The synthesized netlist devotes 9.41% of its cell area to adder and majority cells.
- Yosys mapped a number of flops with a built-in enable equal to 82.
- The total CTS buffers is 9, for reference.
- Among the non-sequential cells, simple AND/OR/NAND/NOR gates take the most area.
- The number of hold-slack violations in the final timing report is 0, for reference.
- Dividing the detail-routed via count by the number of cells gives just under 5.
- The number of cell instances after yosys synthesis is ~1.3k, for reference.
- The post-detailed-placement half-perimeter wirelength is 34.8 mm, for reference.
- The post-synth register bit count is between 100 and 150.
- The max-slew violation count is 0, for reference.
- Summing all multi-input logic gate instances after layout gives between 7000 and 8000 um2.
- The class of the worst hold path is register to register, for reference.
- TritonCTS built the clock tree.
- The final wirelength is 42.9 mm, for reference.
- The layout overhead on the synthesized area is 29.2%, for reference.
- The part of the cycle the worst path needs is between 70 and 80%, for reference.
- For reference, the placement row count at floorplan is between 80 and 90.
- The insertion delay of the later-clocked pin in the worst-skew pair is between 0.3 and 0.4 ns, for reference.
- The number of antenna violations at the first check in global routing is 16, for reference.
- Per the synthesis report, the simple-gate share of the synthesized area is 20.0%.
- Per the final layout report, the fraction of cells sized above drive strength 1 comes to 7.96%.
- The library cell occupying the most area in the post-synthesis netlist is sky130_fd_sc_hd__edfxtp_1, for reference.
- Input and output buffers added on the ports amount to 288.
- The kind of start point of the critical path is an input port, for reference.
- Per Yosys stat, the portion of area used by sequential elements is 26.7%.
- By count the netlist is led by 131 x sky130_fd_sc_hd__nor2_1, 87 x sky130_fd_sc_hd__nand2_1, 86 x sky130_fd_sc_hd__ha_1, 82 x sky130_fd_sc_hd__edfxtp_1, 69 x sky130_fd_sc_hd__a21oi_1.
- The slew check shows that the tightest pin keeps a relative margin of 42.0%.
- The gate-level netlist out of Yosys references 103 unique cell types.
- For met2 alone, demand over resource in global routing was 21.5%.
- In the synthesized netlist, mux cells make up a little over a tenth of the area.
- The chip area line in the Yosys stat output reads 11900 um2.
- For this run, design rule violations remaining after detail routing come to 0.
- The sequential cell area is 3160 um2, for reference.
- Synthesis produced a netlist whose cell count is 1320.
- The share of synthesized area in the top cell type comes to 20.8%.
- The wire length per cell after detailed routing is 19.2 um, for reference.
- The floorplan core density is 24.2%, for reference.
- The first global-routing pass estimated about 64 mm of wire.
- After detailed placement, the design holds a cell count of approximately 2.2k.
- Per the OpenROAD power report, leakage power amounts to 5.77 nW.
- The most frequently used cell type in the post-synthesis netlist is sky130_fd_sc_hd__nor2_1, for reference.
- The largest fanout of any net on the critical path is 11, for reference.
- The OpenROAD report gives the critical path a required time of about 5 ns.
- The pin count of the biggest net entering global routing is 63, for reference.
- According to the I/O placement log, the pin count is between 400 and 500.
- The met1 usage is between 20% and 30%, for reference.
- Traced cell by cell, the critical path runs through clkdlybuf4s50_1, inv_1, fa_1, a21o_1, a21oi_1, nor2b_1, o21ai_0, a21oi_1, a21oi_1, a31oi_1, xor2_1.
- The synthesized area per cell is 8.99 um2, for reference.
[per-stage QoR]
step / utilization, % / worst slack (ns) / cell area (um2) / hold WS, ns / total power [mW]
after floorplan: - / 1.49 / 12000 / 0.383 / 2.98
after global placement: 30.6 / 0.643 / 15000 / 0.399 / 3.51
after detailed placement: 30.6 / 0.638 / 15000 / 0.404 / 3.54
after CTS: 31.2 / 1.02 / 15300 / 0.415 / 4.30
after global routing: 31.2 / 0.689 / 15300 / 0.434 / 4.62
final: 31.3 / 0.967 / 15300 / 0.411 / 4.27
[cells in the final DEF (no fill, tap or decap), drive strengths merged, types with 15 or more instances in the layout]
cell / netlist / layout
ha: 86 / 86
a21o: 15 / 15
nand2: 88 / 88
inv: 54 / 55
nor3: 16 / 16
o2bb2ai: 15 / 15
a31oi: 15 / 15
edfxtp: 82 / 82
clkdlybuf4s50: 0 / 285
a221oi: 16 / 16
mux2: 23 / 23
buf: 102 / 20
dfxtp: 35 / 35
a21oi: 71 / 71
o21ai: 63 / 63
nand3b: 17 / 17
nor4: 19 / 19
nor2b: 21 / 21
xnor2: 36 / 36
o221ai: 15 / 15
nand2b: 24 / 24
mux4: 21 / 21
conb: 2 / 34
nand4: 24 / 24
and3: 22 / 22
or3: 16 / 16
nor2: 133 / 133
xor2: 41 / 41
nand3: 40 / 40
mux2i: 47 / 47
[layout make-up]
type	count	share of cell area, %
flip-flops and latches	117	20.6
repair buffers	305	19.6
clock inverters	6	0.408
multi-input cells	1066	51.0
diodes	10	0.163
clock buffers	10	1.49
well taps	664	5.42
inverters	54	1.34
[final timing paths]
check / end / depth (start not counted) / from / slack [ns]
max: bd0.buffer[16] / 11 / button[0] / 0.97
min: reset_down / 1 / reset_last / 0.41
max reg2reg: bd0.buffer[16] / 9 / bd0.buffer[0] / 1.95
min reg2reg: reset_down / 1 / reset_last / 0.41
[power by group]
| group | switching, mW | total [mW] | internal, mW |
|---|---|---|---|
| combinational | 1.08 | 2.11 | 1.03 |
| sequential | 0.167 | 1.44 | 1.27 |
| clock | 0.324 | 0.728 | 0.404 |
| total | 1.57 | 4.27 | 2.70 |
[layer usage]
layer / wire [um] / up-vias
met4: 468 / 8
met3: 2800 / 35
met2: 19300 / 293
met5: 46 / -
met1: 20300 / 5060
li1: - / 5335
[flip-flops by register name, indices dropped and copies added (netlist names)]
name,flops
debug,1
sm.state,8
bd0.btn_dbnc,1
reset_up,1
button_last,1
aresetn,1
button_up,1
reset_cnt,40
bdr.btn_dbnc,1
counter_inst.clkn,13
sm.num_csn,7
bd0.buffer,20
reset_last,1
reset_down,1
bdr.buffer,20
[kinds of logic after synthesis]
family | count (synthesis)
simple gates | 459
compound gates | 317
buf+inv | 169
flops | 117
mux | 91
fa+ha+maj | 88
xor+xnor | 77
other cells | 2
Power and IR drop assume default switching activity.
